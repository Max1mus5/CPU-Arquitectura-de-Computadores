==> design/flow/design.v <==
module RegisterUnit(
    input logic [4:0] readRegister1,               
    input logic [4:0] readRegister2,               
    output logic [31:0] dataOut1,                  
    output logic [31:0] dataOut2,                  
    input logic [4:0] writeRegister,               
    input logic writeEnable,                       
    input logic [31:0] dataIn,                     
    input logic clk                                
);
    parameter MAX_REGISTERS = 32;                   
    parameter BITS_PER_REGISTER = 32;                
    logic [BITS_PER_REGISTER-1:0] registers [0:MAX_REGISTERS-1];  
    initial begin
        for (int i = 0; i < MAX_REGISTERS; i = i + 1) begin
            registers[i] = 32'h0;                    
        end
        registers[2] = 32'd1024;                      
    end
    always @(posedge clk) begin
        if (writeEnable && writeRegister !== 5'b00000) begin
            registers[writeRegister] = dataIn;       
        end
    end
    assign dataOut1 = registers[readRegister1];     
    assign dataOut2 = registers[readRegister2];     
endmodule
==> design/flow/run.sh <==
#!/bin/bash
# OpenROAD 26Q1-2900-gdf79404cd8, Yosys 0.63+post, stock flow scripts
make -C /OpenROAD-flow-scripts/flow DESIGN_CONFIG=/design/flow/config.mk WORK_HOME=/design/flow/orfs finish
==> design/flow/config.mk <==
export PLATFORM = sky130hd
export DESIGN_NAME = RegisterUnit
export DESIGN_NICKNAME = RegisterUnit
export VERILOG_FILES = /design/flow/design.v
export SDC_FILE = /design/flow/constraint.sdc
export NUM_CORES = 4
export LEC_CHECK = 1
export CORE_UTILIZATION = 40
==> design/flow/constraint.sdc <==
current_design RegisterUnit

set clk_period 10.0
set clk_io_pct 0.2

create_clock -name clk0 -period $clk_period [get_ports {clk}]

set non_clock_inputs [all_inputs -no_clocks]
set_input_delay [expr $clk_period * $clk_io_pct] -clock clk0 $non_clock_inputs
set_output_delay [expr $clk_period * $clk_io_pct] -clock clk0 [all_outputs]
==> reports/metrics.csv <==
stage;metric;value;unit
floorplanning;row_count;127;
floorplanning;core;120000;sq um
route;drt_iter0_markers;1933;
logic_synthesis;postSynthAreaPerCell;14.4;sq um
global_route;overflow;0;
final_timing;setup_violations;0;
placement;placed_area;51900;sq um
final_timing;fmax;130;MHz
final_timing;rsz0062_at_grt;no;
critical_path;start_kind;input pin;
clocking;cts_buffer_depth;3;
floorplanning;chipArea;123000;sq um
status;status;complete, no violations;
logic_synthesis;syn_inst;3386;
logic_synthesis;yosysChipArea;48800;sq um
clocking;cts_buffers;106;
global_route;grt_pass1_wl;218;mm
clocking;htreeDepth;3;
cells_and_area;area_growth;13.2;%
run;log.warning_count;26;
placement;dp_hpwl;82.9;mm
power_and_ir_drop;cellPowerDensity;172;nW/um^2
placement;io_buffers;112;
logic_synthesis;yosysUniqueCellTypes;24;
power_and_ir_drop;p_leak;0.0202;uW
critical_path;cp_cell_sequence;clkdlybuf4s50_1 -> and2_4 -> buf_12 -> a22o_1 -> nor3_1 -> a31oi_1 -> nand3_1 -> clkdlybuf4s50_1;
logic_synthesis;ys_seq_share;63.1;%
clocking;cts_hold_buf;0;
route;routed_via_density;5.92;
clocking;postCtsSetupRepairBufs;0;
placement;gp_congestion;0.872;
global_route;antenna_found_initial;6;
final_timing;final_max_slew_viol_count;0;
floorplanning;fp_util;40.5;%
route;wirelength;151;mm
critical_path;crit_required;8000;ps
logic_synthesis;ys_cells;3386;
clocking;clk_pin_slew_worst_paths;60;ps
power_and_ir_drop;peakVddDrop;157;uV
final_timing;finalHoldViolations;0;
route;vias;30869;
critical_path;cp_slowest_stage_delay;720;ps
final_timing;worstMarginPinSlew;1020;ps
power_and_ir_drop;power.total;9470;uW
clocking;clockRootBuffer;clkbuf_16;
floorplanning;pin_count;113;
cells_and_area;layout-drive-gt1-share;8.89;%
critical_path;crit_path_top_delay_cell;and2_4;
route;wl_per_cell;29.0;um
critical_path;critPathKind;input pin to output port;
critical_path;worst_path_most_repeated_cell;clkdlybuf4s50_1;
clocking;cts_resized;0;
clocking;cts_tree;done;
logic_synthesis;top_cell_area_share;63.1;%
logic_synthesis;syn_area;48800;sq um
logic_synthesis;ys_warn_count;1;
cells_and_area;largest_reg_flops;1024;
clocking;cts_sinks;1024;
final_timing;finalClockPeriodUsage;77.0;%
floorplanning;die_x;351;um
final_timing;relSlewSlack;31.9;%
critical_path;crit_path_end_kind;output port;
route;first_pass_iters;5;
logic_synthesis;area_leaders;edfxtp_1 (63%), mux2i_1 (21%), a22oi_1 (3.0%), a22o_1 (2.3%), nand3_1 (2.0%);
critical_path;cp_max_fo;88;
critical_path;cp.arrival;5700;ps
final_timing;post-route-min-period;7700;ps
route;drcViolationCount;0;
route;antenna_left;0;
hold_path;hp-class;input pin to flip-flop;
final_timing;tns;0;ps
logic_synthesis;top_area_cell;edfxtp_1;
run;cap_viol_max_count;0;
cells_and_area;fin_area;55200;sq um
global_route;grt_max_degree;99;
logic_synthesis;ys_ff;1024;
global_route;grt_pass1_vias;32134;
floorplanning;fp.dieH;351;um
global_route;grt.total_usage;26.5;%
==> stage by stage <==
| stage | util, % | std cells | hold slack [ps] | setup WS [ps] |
|---|---|---|---|---|
| after floorplan | - | 3417 | 2100 | 4950 |
| after global placement | 43.1 | 5015 | 2830 | 2410 |
| after detailed placement | 43.1 | 5015 | 2820 | 2400 |
| after CTS | 45.8 | 5211 | 2090 | 2400 |
| after global routing | 45.8 | 5211 | 2140 | 2340 |
| final | 45.8 | 5212 | 2120 | 2300 |
==> per-layer routing <==
layer / vias to the layer above / GRT usage [%] / wire length, um
met2: 1604 / 40.7 / 71700
met4: 14 / 7.64 / 5690
met3: 283 / 14.3 / 19100
met1: 15349 / 33.6 / 54400
met5: - / 1.30 / 282
li1: 13619 / - / -
==> critical path, delay by kind of cell <==
| kind | cells | cell delay (ps) |
|---|---|---|
| buffers and inverters | 3 | 1800 |
| and+or+nand+nor | 3 | 1180 |
| AOI/OAI and AO/OA | 2 | 670 |
==> logic make-up (layout without fill, tap and decap cells) <==
| kind of cell | Yosys count | in the layout | share of synthesized area, % |
|---|---|---|---|
| buf+inv | 253 | 435 | 3.15 |
| mux | 1024 | 1024 | 21.0 |
| flops | 1024 | 1024 | 63.1 |
| simple gates | 508 | 508 | 4.71 |
| other cells | 1 | 33 | 0.00769 |
| compound gates | 576 | 576 | 8.05 |
==> power breakdown <==
group / internal, uW / total (uW) / switching, uW
Sequential: 4790 / 4810 / 24.3
Clock: 2110 / 3770 / 1660
Combinational: 336 / 889 / 553
==> synth_stat cells <==
| cell type | number |
|---|---|
| buf_1 | 11 |
| buf_4 | 57 |
| buf_6 | 37 |
| a31oi_1 | 64 |
| or2_2 | 2 |
| nor3_1 | 64 |
| nand3_1 | 194 |
| conb_1 | 1 |
| buf_2 | 62 |
| mux2i_1 | 1024 |
| or3_1 | 1 |
| nand3b_1 | 5 |
| nand2_1 | 195 |
| nand2b_1 | 4 |
| nor2_1 | 34 |
| a22o_1 | 128 |
| nor2b_1 | 4 |
| a21oi_1 | 192 |
| a22oi_1 | 192 |
| clkbuf_1 | 82 |
| or3b_2 | 3 |
| clkbuf_4 | 4 |
| and2_1 | 2 |
| edfxtp_1 | 1024 |
==> layout by cell type, fill, tap and decap left out, drive strengths merged, types with 2 or more instances in the layout <==
cell type | Yosys | layout
nand2b | 4 | 4
nand2 | 195 | 195
or3b | 3 | 3
conb | 1 | 32
clkinv | 0 | 48
and2 | 2 | 2
nor2 | 34 | 34
a21oi | 192 | 192
mux2i | 1024 | 1024
clkdlybuf4s50 | 0 | 110
nor2b | 4 | 4
a22o | 128 | 128
nand3 | 194 | 194
edfxtp | 1024 | 1024
clkinvlp | 0 | 4
a31oi | 64 | 64
nor3 | 64 | 64
inv | 0 | 5
nand3b | 5 | 5
buf | 167 | 129
bufinv | 0 | 6
a22oi | 192 | 192
clkbuf | 86 | 133
or2 | 2 | 2
==> final cells by class <==
class	count	area (sq um)
Clock buffer	133	2750
Antenna cell	1	2.50
Multi-Input combinational cell	2140	16900
Sequential cell	1024	30700
Timing Repair Buffer	239	2250
Tap cell	1612	2020
Fill cell	10459	65300
Clock inverter	63	532
==> worst paths after layout <==
kind                                to  slack [ps]  depth (start not counted)              from
worst max-delay path       dataOut1[8]        2300                          8  readRegister1[0]
worst min-delay path  registers[28][3]        2120                          2         dataIn[3]
Power and IR drop assume default switching activity.
