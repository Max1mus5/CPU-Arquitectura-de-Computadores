## design.v

```verilog
module ControlUnit(
    input logic [6:0] opcode,                
    input logic [2:0] funct3,                 
    input logic [6:0] funct7,                 
    output logic regWrite,                    
    output logic [3:0] aluOperation,          
    output logic [2:0] immediateSource,       
    output logic aluASrc,                     
    output logic aluBSrc,                     
    output logic dataMemoryWrite,             
    output logic [2:0] dataMemoryControl,     
    output logic [4:0] branchOperation,       
    output logic [1:0] regDataWriteSource      
);
    initial begin
        regWrite = 1'b0;                       
        aluOperation = 4'h0;                   
        immediateSource = 3'h0;                
        aluASrc = 1'h0;                        
        aluBSrc = 1'h0;                        
        dataMemoryWrite = 1'h0;                
        dataMemoryControl = 3'h0;               
        branchOperation = 5'h0;                 
        regDataWriteSource = 2'h0;             
    end
    always @(*) begin
        regWrite = (~opcode[6] & ~opcode[5] & ~opcode[3] & ~opcode[2] & opcode[1] & opcode[0]) | 
                   (~opcode[6] & opcode[4] & ~opcode[3] & ~opcode[2] & opcode[1] & opcode[0]) | 
                   (opcode[6] & opcode[5] & ~opcode[4] & opcode[2] & opcode[1] & opcode[0]);
        aluOperation = {
            opcode[4] & (funct7[5] & ~opcode[2] & (opcode[5] | (funct3[2] & ~funct3[1] & funct3[0]))),
            opcode[4] & (funct3[2] | opcode[2]),
            opcode[4] & (funct3[1] | opcode[2]),
            opcode[4] & (funct3[0] | opcode[2])
        };
        immediateSource = {
            (opcode[6] & opcode[5] & ~opcode[4] & ~opcode[3] & ~opcode[2] & opcode[1] & opcode[0]) | 
            (opcode[6] & opcode[5] & ~opcode[4] & opcode[3] & opcode[2] & opcode[1] & opcode[0]),
            (~opcode[6] & opcode[4] & ~opcode[3] & opcode[2] & opcode[1] & opcode[0]) | 
            (opcode[6] & opcode[5] & ~opcode[4] & opcode[3] & opcode[2] & opcode[1] & opcode[0]),
            (opcode[5] & ~opcode[4] & ~opcode[3] & ~opcode[2] & opcode[1] & opcode[0])
        };
        aluASrc = (~opcode[6] & opcode[4] & ~opcode[3] & opcode[2] & opcode[1] & opcode[0]) | 
                  (opcode[6] & opcode[5] & ~opcode[4] & ~opcode[3] & ~opcode[2] & opcode[1] & opcode[0]) | 
                  (opcode[6] & opcode[5] & ~opcode[4] & opcode[3] & opcode[2] & opcode[1] & opcode[0]);
        aluBSrc = (~opcode[6] & opcode[4] & ~opcode[3] & opcode[2] & opcode[1] & opcode[0]) | 
                  (opcode[6] & opcode[5] & ~opcode[4] & opcode[2] & opcode[1] & opcode[0]) | 
                  (~opcode[6] & ~opcode[5] & ~opcode[3] & ~opcode[2] & opcode[1] & opcode[0]) | 
                  (opcode[5] & ~opcode[4] & ~opcode[3] & ~opcode[2] & opcode[1] & opcode[0]);
        dataMemoryWrite = (~opcode[6] & opcode[5] & ~opcode[4] & ~opcode[3] & ~opcode[2] & opcode[1] & opcode[0]);
        dataMemoryControl = funct3;
        branchOperation = {
            opcode[6] & opcode[2], 
            opcode[6], 
            funct3
        };
        regDataWriteSource = {
            (opcode[5] & ~opcode[4] & ~opcode[3] & ~opcode[2] & opcode[1] & opcode[0]) | 
            (opcode[6] & opcode[5] & ~opcode[4] & opcode[2] & opcode[1] & opcode[0]),
            (~opcode[6] & ~opcode[5] & ~opcode[4] & ~opcode[3] & ~opcode[2] & opcode[1] & opcode[0])
        };
    end
endmodule
```

## run.sh

```bash
#!/bin/bash
# OpenROAD 26Q1-2900-gdf79404cd8, Yosys 0.63+post, stock flow scripts
make -C /OpenROAD-flow-scripts/flow DESIGN_CONFIG=/design/flow/config.mk WORK_HOME=/design/flow/orfs finish
```

## constraint.sdc

```tcl
current_design ControlUnit

set clk_period 1.0
set clk_io_pct 0.2

create_clock -name clk0 -period $clk_period

set non_clock_inputs [all_inputs -no_clocks]
set_input_delay [expr $clk_period * $clk_io_pct] -clock clk0 $non_clock_inputs
set_output_delay [expr $clk_period * $clk_io_pct] -clock clk0 [all_outputs]
```

## config.mk

```make
export PLATFORM = sky130hd
export DESIGN_NAME = ControlUnit
export DESIGN_NICKNAME = ControlUnit
export VERILOG_FILES = /design/flow/design.v
export SDC_FILE = /design/flow/constraint.sdc
export NUM_CORES = 4
export LEC_CHECK = 1
export CORE_AREA = 10 10 70 70
export DIE_AREA = 0 0 80 80
```

==> qor.yml <==
timing:
  period_minus_slack_ns: 1.236
  holdWs_ns: 0.6395
  tns_ns: -1.326
  relSlewSlack: 0.8844
  tightest_slew_ns: 0.1721
  fin_ws_ns: -0.2362
  grt_setup_unrepaired: "yes"
  timing_hold_violations_final: 0
  fmax_ghz: 0.8089
  drv_slew: 0
  finalCritPeriodShare: 1.236
  setup_violations: 9
clock_tree:
  cts_hold_buf: 0
placement:
  gp_congestion: 0.7947
  io_buffers: 32
  dpl.hpwl_mm: 1.243
setup_path:
  slowest_stage: "nor3b_4"
  path_delay_family: "buffers and inverters"
  worstSetupEndpoint: "aluBSrc"
  cpPeakStageDelay_ns: 0.19
  crit_buf_inv: 4
  cp_num_cells: 7
  path_cells: "buf_6, buf_6, nor3b_4, buf_4, o21ai_2, a21oi_1, buf_2"
  path_max_fanout: 5
  endpoint_kind: "primary output"
  crit_type: "primary input to primary output"
  worstPathRequired_ns: 0.80
  startpoint: "opcode[3]"
  cp_data_arrival_time_ns: 1.04
  startpoint_type: "primary input"
  crit_path_frequent_cell: "buf_6"
layout:
  final_cell_mix: "buf_6, buf_4, buf_2, dlygate4sd2_1"
  area_delta_synth_final_pct: 193.5
  regArea_um2: 0
  design.seq.count: 0
  lay_top_count: "buf_6"
  drive_gt1_frac: 0.6854
  clock_buffers: 0
grt:
  grt_util_all_layers: 0.05218
  grt_max_degree: 7
  grt_pass1_wl_mm: 2.766
  antenna_found_initial: 0
  overflow: 0
  grt_pass1_vias: 562
floorplanning:
  die_w_um: 80
  die_area_um2: 6400
  core_um2: 3416
  pin_count: 38
  die_h_um: 80
  fp-row-count: 21
  fp_util: 0.08425
run:
  maxCapViolCount: 0
  warnings: 41
run_status:
  status: "complete, but fails checks"
  violations: "setup timing"
detailed_routing:
  drc: 0
  dr_total_vias: 485
  postRouteWirelength_mm: 1.689
  dr.pass1.iters: 2
  drt_iter0_markers: 31
  avgViaCountPerCell: 3.593
  antenna_cells_inserted: 0
  wl_per_cell_um: 12.51
  antenna_left: 0
synth:
  synth.cell_area_um2: 287.8
  synth_cell_type_count: 24
  netlist_instances: 43
  yosys_area_um2: 287.8
  ys_seq_frac: 0
  synthTopCellsByArea: "buf_4, o21a_1, nor4_4"
  yosysTopAreaCell: "buf_4"
  ys_cells: 43
  avgSynthCellArea_um2: 6.692
  yosysWarningCount: 1
  synth_top_area_share: 0.1826
power:
  power_density_nw_per_um2: 334.8
  p_leak_nw: 0.3932
  peakVddDrop_uv: 134.6
min_path:
  hold_class: "primary input to primary output"
-- metal layers --
metal	share of wire	wire, µm	vias up	global-route usage
met5	0	0	-	0
met4	0	0	0	0
met3	0.11	187	0	0.02614
met2	0.42	703	25	0.07865
met1	0.47	798	221	0.06922
li1	-	-	239	-
-- metrics by stage --
stage | total power, mW | area, µm² | instances | setup WS (ns) | utilization
after floorplan | 0.07347 | 291.5 | 43 | -0.01340 | -
after global routing | 0.3068 | 844.6 | 135 | -0.3035 | 0.2473
after detailed placement | 0.2128 | 679.4 | 123 | -1.037 | 0.1989
final | 0.2827 | 844.6 | 135 | -0.2362 | 0.2473
after global placement | 0.2128 | 679.4 | 123 | -1.040 | 0.1989
after CTS | 0.2733 | 818.3 | 135 | -0.2374 | 0.2396
-- final cells by class --
class                           instances  area (µm²)
Fill cell                             371        2571
Multi-Input combinational cell         33       292.8
Tap cell                               46       57.56
Timing Repair Buffer                   55       490.5
Inverter                                1       3.754
-- synthesized netlist by cell type (2+ instances only) --
master and count:
buf_4 7, nor3b_1 2, nand2_1 4, o21a_1 3
nor2_1 4, nor3_1 3, a21oi_1 3
-- where the power goes --
part           internal (mW)  leakage, nW  switching, mW
Combinational          0.179        0.393          0.104
Sequential                 0            0              0
Clock                      0            0              0
-- repair_timing --
action / 4_1_cts / 5_1_grt
resized: 124 / 10
endpoints found under the hold margin: 0 / 0
pin swaps: 19 / 12
endpoints found under the setup margin: 21 / 12
buffers inserted: 12 / 1
-- how the worst min path moves through the flow --
stage / startpoint / end / slack (ns) / depth (start not counted)
after CTS: opcode[4] / immediateSource[0] / 0.67 / 3
after global routing: opcode[4] / immediateSource[0] / 0.66 / 3
final: opcode[4] / immediateSource[0] / 0.64 / 3
-- logic make-up (layout without fill, tap and decap cells) --
group	count (synthesis)	in the layout	share of synthesized area
buffers and inverters	10	56	0.2521
AOI/OAI and AO/OA	9	9	0.1869
and+or+nand+nor	22	22	0.4956
xor gates and xnor gates	1	1	0.03044
muxes	1	1	0.03478
Power figures rest on the tool's default switching activity, not on a simulated workload.
