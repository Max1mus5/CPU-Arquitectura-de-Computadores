$ cat ./config.mk
export PLATFORM = sky130hd
export DESIGN_NAME = ArithmeticLogicUnit
export DESIGN_NICKNAME = ArithmeticLogicUnit
export VERILOG_FILES = /design/flow/design.v
export SDC_FILE = /design/flow/constraint.sdc
export NUM_CORES = 4
export LEC_CHECK = 1
export CORE_UTILIZATION = 50
$ cat ./design.v
module ArithmeticLogicUnit (
    input  logic [31:0] operandA,      
    input  logic [31:0] operandB,      
    input  logic [3:0]  operation,     
    output logic [31:0] result         
);
    always_comb begin
        case(operation)
            4'b0000: result = operandA + operandB;                     
            4'b1000: result = operandA - operandB;                     
            4'b0111: result = operandA & operandB;                     
            4'b0110: result = operandA | operandB;                     
            4'b0100: result = operandA ^ operandB;                     
            4'b0001: result = operandA << operandB;                    
            4'b0101: result = operandA >> operandB;                    
            4'b1101: result = operandA >>> operandB;                   
            4'b0010: result = $signed(operandA) << $signed(operandB);  
            4'b0011: result = ($signed(operandA) < $signed(operandB)) ? 32'h1 : 32'h0;  
            default: result = operandA;                                
        endcase
    end
endmodule
$ cat ./run.sh
#!/bin/bash
# OpenROAD 26Q1-2900-gdf79404cd8, Yosys 0.63+post, stock flow scripts
make -C /OpenROAD-flow-scripts/flow DESIGN_CONFIG=/design/flow/config.mk WORK_HOME=/design/flow/orfs finish
$ cat ./constraint.sdc
current_design ArithmeticLogicUnit

set clk_period 24.6
set clk_io_pct 0.2

create_clock -name clk0 -period $clk_period

set non_clock_inputs [all_inputs -no_clocks]
set_input_delay [expr $clk_period * $clk_io_pct] -clock clk0 $non_clock_inputs
set_output_delay [expr $clk_period * $clk_io_pct] -clock clk0 [all_outputs]
==> impl_metrics.yaml <==
# implementation run metrics
route:
  drc_errors: 0
  wl_met2_um: 17570
  first_pass_iters: 26
  routed.top_layer: "met4"
  drt_iter0_drc: 1368
  vias_per_cell: 7.023
  wl_met1_um: 16750
  diodes: 0
  vias: 11260
  finalWirelength_um: 41860
  wl_met3_um: 4869
  wl_per_cell_um: 26.11
  antenna_left: 0
final_timing:
  max_freq_ghz: 0.07096
  finalCriticalPeriod_ns: 14.09
  worst_slew_pin_slew_ns: 0.9077
  grt_setup_unrepaired: "no"
  fin_hold_ws_ns: 11.03
  drv_slew: 0
  setup-tns-final_ns: 0
  setup_viol: 0
  fin_crit_sh: 0.5729
  setup_ws_ns: 10.51
  hold_violations: 0
  slew_headroom: 0.3926
cells_and_area:
  fillCellCount: 1776
  layout_top_cells: "nor2_1, nand2_1, a21oi_1, inv_1, ha_1"
  fin_area_sq_um: 10280
  flop_area_sq_um: 0
  clkbuf_count: 0
  seq_cell_count: 0
  drive_above_1_share: 0.08588
  lay_top_count: "nor2_1"
  areaGrowthSynthToFinish_pct: 10.15
worst_hold_path:
  hold_start: "operandA[12]"
  hp-class: "in2out"
  whs_path_depth: 4
  hold_end: "result[12]"
pwr:
  internal_power_uw: 94.93
  swShare: 0.6002
  pwr-share-comb: 1.000
  clkPwrFrac: 0
  switchingPower_uw: 142.5
  p_leak_uw: 0.004206
  irDropWorstVdd_uv: 14.47
  finalPower_uw: 237.4
  pwr-share-seq: 0
  p_per_area_nw_per_um2: 23.10
yosys:
  synth.distinct_cells: 96
  synth.avg_cell_area_sq_um: 6.877
  ys_area_sq_um: 9331
  ys_cells: 1357
  syn_inst: 1357
  syn_area_sq_um: 9331
  ys_warn_count: 1
  synth_seq_share: 0
place:
  portBuffers: 100
  placed_cell_area_sq_um: 10280
  dpl.hpwl_um: 32500
  dpl_worst_slack_ns: 10.59
  place.gp.congestion: 1.072
global_route:
  grt_antenna_before_repair: 0
  grt_max_degree: 71
  grt_pass1_vias: 10120
  grtUsageTotal: 0.4368
  overflow: 0
  grt_pass1_wl_um: 62710
setup_path:
  slowest_delay_ns: 0.78
  cp-end-kind: "primary output"
  slowest_stage: "clkdlybuf4s50_1"
  crit_arrival_ns: 9.17
  path_class: "in2out"
  start_kind: "input pin"
  crit_fanout: 11
  required_ns: 19.68
  worstPathCellList: "clkdlybuf4s50_1 > inv_1 > ha_1 > nand2b_1 > a21oi_1 > o31ai_1 > o211ai_2 > a2111oi_2 > o31ai_1 > mux2_4 > o22ai_1 > clkdlybuf4s50_1"
floorplanning:
  rows: 49
  die_x_um: 138.6
  fp.coreArea_sq_um: 18150
  die_area_sq_um: 19210
  initCoreUtil: 0.5142
  die_h_um: 138.6
  ios: 100
status:
  outcome: "finished, final reports clean"
flow_run:
  maxCapViolations: 0
  warnings: 97
cts:
  post_cts_resized: 0
  holdBufCountCts: 0
  post_cts_buffers: 0
[per-stage QoR]
stage / cells / util
2_1_floorplan: 1357 / -
3_3_place_gp: 1603 / 0.5664
3_5_place_dp: 1603 / 0.5664
4_1_cts: 1603 / 0.5664
5_1_grt: 1603 / 0.5664
6_report: 1603 / 0.5664
[worst max-delay path, delay by kind of cell]
kind | cells | cell delay, ns
AOI/OAI and AO/OA | 6 | 1.70
muxes | 1 | 0.31
and+or+nand+nor | 1 | 0.16
adders and majority gates | 1 | 0.54
buffers and inverters | 3 | 1.52
[per-layer routing]
metal,vias up,track usage
met5,-,0
met4,0,0.2246
met3,134,0.08797
met2,787,0.6415
met1,5223,0.6136
li1,5114,-
[power groups by stage]
| stage | clock network, uW | registers [uW] | logic, uW |
|---|---|---|---|
| 4_1_cts | 0 | 0 | 231 |
| 5_1_grt | 0 | 0 | 253 |
| 6_report | 0 | 0 | 237 |
[kinds of logic after synthesis]
family | Yosys count | synth area share
buffers and inverters | 216 | 0.09989
multiplexers | 132 | 0.1909
AND-OR/OR-AND | 453 | 0.3335
XOR/XNOR | 22 | 0.02065
AND/OR/NAND/NOR | 436 | 0.2220
adder cells (fa/ha/maj) | 98 | 0.1330
[area by class of cell]
cell class                      instances  area [sq um]  area share
Inverter                              107         401.6     0.03907
Multi-Input combinational cell       1141          8417      0.8189
Timing Repair Buffer                  126          1174      0.1142
Tap cell                              229         286.5     0.02788
[synthesized netlist by cell type (9+ instances only)]
cell type	number	area (sq um)
a211o_1	10	87.58
a211oi_1	22	165.2
a21o_1	10	75.07
a21oi_1	108	540.5
a221oi_1	13	113.9
a22oi_1	18	135.1
a31oi_1	23	143.9
and3_1	11	68.82
buf_2	30	150.1
clkbuf_1	58	217.7
ha_1	96	1201
inv_1	103	386.6
mux2_2	14	157.7
mux2i_1	78	780.8
mux4_2	34	765.7
nand2_1	130	488.0
nand2b_1	13	81.33
nand3_1	26	130.1
nor2_1	133	499.2
nor3_1	40	200.2
nor4_1	18	112.6
o2111ai_1	9	78.83
o211ai_1	22	165.2
o21a_1	13	97.59
o21ai_0	72	360.4
o21bai_1	14	105.1
o221ai_1	13	113.9
o22a_1	12	105.1
o22ai_1	14	87.58
or3_1	15	93.84
xnor2_1	15	131.4
[worst max-delay path by stage]
| stage | start | end | slack (ns) |
|---|---|---|---|
| CTS | operandA[9] | result[31] | 10.57 |
| global route | operandA[18] | result[29] | 10.30 |
| finish | operandA[9] | result[31] | 10.51 |
Power and IR drop assume default switching activity.
